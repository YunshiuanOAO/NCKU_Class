File: /design/flow/run.sh
#!/bin/bash
# OpenROAD 26Q1-2900-gdf79404cd8, Yosys 0.63+post, stock flow scripts
make -C /OpenROAD-flow-scripts/flow DESIGN_CONFIG=/design/flow/config.mk WORK_HOME=/design/flow/orfs finish
File: /design/flow/config.mk
export PLATFORM = sky130hd
export DESIGN_NAME = counter
export DESIGN_NICKNAME = counter
export VERILOG_FILES = /design/flow/design.v
export SDC_FILE = /design/flow/constraint.sdc
export NUM_CORES = 4
export LEC_CHECK = 1
export CORE_UTILIZATION = 40
File: /design/flow/constraint.sdc
current_design counter

set clk_period 6.7
set clk_io_pct 0.2

create_clock -name clk0 -period $clk_period [get_ports {clock}]

set non_clock_inputs [all_inputs -no_clocks]
set_input_delay [expr $clk_period * $clk_io_pct] -clock clk0 $non_clock_inputs
set_output_delay [expr $clk_period * $clk_io_pct] -clock clk0 [all_outputs]
File: /design/flow/design.v
module counter(
    input clock,
    input reset,       
    input Up_Down,     
    output [6:0] out   
);
wire clock_div;        
wire [3:0] count;      
FrequencyDivider u_FreqDiv (
    .clk(clock),
    .reset(reset),
    .clk_div(clock_div)
);
Counter u_counter (
    .clk(clock_div),
    .reset(reset),
    .Up_Down(Up_Down),
    .count(count)
);
SevenDisplay u_display (
    .in(count),
    .out(out)
);
endmodule
module FrequencyDivider(
    input clk,          
    input reset,        
    output reg clk_div 
);
reg [31:0] clk_counter;
always @(posedge clk or negedge reset) begin
    if (!reset) begin
        clk_counter <= 32'd0;
        clk_div <= 1'b0;
    end else begin
        if (clk_counter == 32'd25000000) begin  
            clk_counter <= 32'd0;
            clk_div <= ~clk_div; 
        end else begin
            clk_counter <= clk_counter + 32'd1;
        end
    end
end
endmodule
module Counter(
    input clk,          
    input reset,        
    input Up_Down,      
    output reg [3:0] count 
);
always @(posedge clk or negedge reset) begin
    if (!reset) begin
        count <= 4'd0;
    end else begin
        if (Up_Down) begin
            count <= count + 4'd1;
        end else begin
            count <= count - 4'd1;
        end
    end
end
endmodule
module SevenDisplay(
    input [3:0] in,    
    output reg [6:0] out 
);
always @(*) begin
    case (in)
        4'h0: out = 7'b1000000;
        4'h1: out = 7'b1111001;
        4'h2: out = 7'b0100100;
        4'h3: out = 7'b0110000;
        4'h4: out = 7'b0011001;
        4'h5: out = 7'b0010010;
        4'h6: out = 7'b0000010;
        4'h7: out = 7'b1111000;
        4'h8: out = 7'b0000000;
        4'h9: out = 7'b0010000;
        4'hA: out = 7'b0001000;
        4'hB: out = 7'b0000011;
        4'hC: out = 7'b1000110;
        4'hD: out = 7'b0100001;
        4'hE: out = 7'b0000110;
        4'hF: out = 7'b0001110;
        default: out = 7'b1111111;
    endcase
end
endmodule
==> datasheet_impl.txt <==
Characteristics after synthesis and place and route

Parameter                              Value

Pwr
  Ratio of total power to cell area    151 nW/um2
  Clock Power Share    41.3%
  Leakage power summed over all cells    0.000997 uW
  Cell-internal power    283 uW
  Post-layout power    354 uW
  Largest voltage drop on the vdd net    0.115 mV
  Sequential group share of total power    56.3%
  Power spent charging and discharging nets    70.7 uW
  Comb pwr share    2.3%
  Net Sw Frac    20.0%

Clock tree
  # resized after CTS    0
  TritonCTS buffer count    5
  Number of levels the H-tree was split into    2
  Number of buffers on the longest clock path    2
  Root buffer cell    clkbuf_8
  Post-CTS Setup Bufs    0
  Number of buffers inserted for hold repair after clock tree synthesis    0
  Clock tree from TritonCTS    built
  Clock slew at the register clock pins of the worst setup and hold paths    0.06 ns
  Source-to-sink clock delay at the later pin of the worst-skew pair    0.28 ns

Logic synthesis
  Yosys top cell area share    44.0%
  Mapped Area    2100 um2
  Ranking of synthesized cells by area    dfrtp_1 44%, ha_1 6.0%, xnor2_1 5.8%, xor2_1 4.6%, nor4_1 2.7%
  Most popular library cell in the synthesized design by count    dfrtp_1
  Gate count of the mapped netlist    206
  Average cell area after synthesis    10.2 um2
  Main flop type    dfrtp_1
  Count of library flops with an enable pin    0
  YS warnings    3
  Synth cell count leaders    37 x dfrtp_1, 14 x nand2_1, 14 x xnor2_1, 13 x nor2_1
  Cells in synth_stat.txt    206
  Area of the synthesized netlist per yosys stat    2100 um2
  Sequential share of the synthesized area    44.0%
  Cell taking the most area after synthesis    dfrtp_1
  Fraction of synthesis flops using an asynchronous set or reset pin    100%
  Total of flip-flops plus latches after synthesis    37
  Distinct cell type count of the synthesized netlist    43

Detailed routing
  Met3 wire len    137 um
  DRC errors left    0
  Top Layer Used    met4
  Number of detailed-route iterations in the first pass    4
  Number of inserted diodes    0
  DRT met1 WL    1800 um
  Total wire length after detailed routing    3730 um
  Detail Route met2 WL    1750 um
  Via count    1509
  Number of nets still failing antenna checks after routing    0
  DR iter-0 viols    74
  Post-DR vias/cell    5.24
  Final routed wire length divided by cell count    13.0 um

STA
  Period minus WS final    2.06 ns
  Slew of the pin with the lowest slew margin    0.794 ns
  Post-route fraction of the period consumed by the critical path    30.8%
  Final setup violation count    0
  Count of endpoints without a timing constraint    11
  Pins Over Slew Limit    0
  Post-route clock skew    0.00547 ns
  Setup TNS Final    0 ns
  Highest Clock Rate    0.485 GHz
  Worst Hold Slack    0.476 ns
  Slew HR    46.7%
  Number of register pins that no clock reaches    4
  Final hold violation count    0
  RSZ-0062 raised after global routing    no

Die
  Number of primary I/O pins    10
  Die area    5550 um2
  Core ar.    5070 um2
  Fraction of the core area occupied by cells at floorplan    41.4%
  Die H    74.5 um
  Die boundary width    74.5 um
  Cell Rows    26

Run
  Max-capacitance violation count    0
  Tool warnings    31

Global routing
  Pin count of the biggest net entering global routing    38
  Global router's overall resource usage    15.5%
  Number of global-route vias before repair    1398
  Grt total ovfl    0
  Initial antenna violation count    0
  Global-route wire length before repair    6450 um

Setup path
  Element type at the critical path start    flop
  Worst setup path start    u_FreqDiv.clk_counter[0]
  Worst path max stage delay    0.58 ns
  Standard cell with the maximum stage delay on the critical path    or4_4
  Critical path type    flop to flop
  Highest net fanout along the worst path    12
  Data arrival time of the worst path    2.27 ns
  Cell-by-cell listing of the critical path    ha_1, nand2_1, or4_4, or4_1, a21oi_1
  FF-to-FF setup slack    4.64 ns
  Capturing element type of the critical path    flop
  Critical register-to-register path startpoint    u_FreqDiv.clk_counter[0]
  Data required time of the critical path    6.90 ns

Layout
  Area added between synthesis and finish    11.8%
  Logic area    1110 um2
  Final standard cell utilization of the core    46.3%
  Share of layout cells above drive strength 1    9.17%
  Filler Cell Count    493
  Sequential standard cell area    926 um2

Min path
  Worst min-delay path category    flop to flop
  Beginning of the worst hold path    u_FreqDiv.clk_counter[31]

Status
  Result of the run    finished clean

Placed design
  Weighted congestion reported at the end of routability-driven placement    0.837
  Post-DP HPWL    2620 um
  Count of input and output buffers    9
## power by group through the flow
| stage | logic, uW | clock network (uW) | registers, uW |
|---|---|---|---|
| CTS | 8.76 | 152 | 199 |
| global route | 9.57 | 159 | 199 |
| finish | 8.21 | 146 | 199 |
## routing by layer
layer	track usage, %	vias up
met5	0	-
met4	2.31	0
met3	2.47	6
met2	24.8	23
met1	23.8	718
li1	-	762
## area by class of cell
type                            instances  share of cell area, %
Inverter                               11                   1.76
Sequential cell                        37                   39.4
Timing Repair Buffer                   11                   4.26
Clock buffer                            7                   3.67
Tap cell                               70                   3.73
Multi-Input combinational cell        152                   47.2
## sequential cells by signal (all words and copies together), names as in the netlist
name / flops
u_FreqDiv.clk_counter: 32
u_counter.count: 4
u_FreqDiv.clk_div: 1
## per-stage QoR
stage / instance area [um2] / setup WS [ns] / instances
2_1_floorplan: 2100 / 4.73 / 206
4_1_cts: 2350 / 4.62 / 288
6_report: 2350 / 4.64 / 288
3_5_place_dp: 2260 / 4.65 / 281
3_3_place_gp: 2260 / 4.70 / 281
5_1_grt: 2350 / 4.51 / 288
## layout by cell type (no fill, tap or decap), types with 2 or more instances in the layout
cell type        count
a21oi_1              9
a22o_1               2
and3_1               3
and4_1               5
buf_4                2
clkbuf_8             6
clkdlybuf4s50_1      8
dfrtp_1             37
ha_1                10
inv_1               11
mux2i_1              5
nand2_1             14
nand3_1             11
nand4_1              6
nor2_1              13
nor2b_1              3
nor3_1               2
nor4_1               8
nor4b_1              2
o21ai_0              4
o22ai_1              2
o31ai_1              4
or3_1                3
or4_1                3
or4_4                2
xnor2_1             14
xor2_1              11
## cell families (layout without fill, tap and decap cells)
logic type / Yosys count / in the layout / synth area share [%]
simple gates: 85 / 85 / 24.0
flops: 37 / 37 / 44.0
xor+xnor: 25 / 25 / 10.4
compound gates: 24 / 24 / 7.20
buf+inv: 17 / 29 / 3.45
fa+ha+maj: 11 / 11 / 6.90
mux: 7 / 7 / 3.99
## worst max-delay path, delay by kind of cell, from the launching register on
family | cells | cell delay (ns)
fa+ha+maj | 1 | 0.25
flops | 1 | 0.38
simple gates | 3 | 1.21
compound gates | 1 | 0.16
## final timing paths
path,endpoint,cells after the start
setup / recovery,u_FreqDiv.clk_counter[24],5
hold / removal,u_FreqDiv.clk_counter[31],1
setup reg to reg,u_FreqDiv.clk_counter[24],5
hold reg to reg,u_FreqDiv.clk_counter[31],1
max in group asynchronous,u_FreqDiv.clk_counter[10],2
min in group asynchronous,u_FreqDiv.clk_counter[26],2
Power is estimated from default activity; no workload was simulated.
