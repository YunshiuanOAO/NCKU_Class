$ cat flow/config.mk
export PLATFORM = sky130hd
export DESIGN_NAME = pig
export DESIGN_NICKNAME = pig
export VERILOG_FILES = /design/flow/design.v
export SDC_FILE = /design/flow/constraint.sdc
export NUM_CORES = 4
export LEC_CHECK = 1
export CORE_AREA = 10 10 70 70
export DIE_AREA = 0 0 80 80
$ cat flow/run.sh
#!/bin/bash
# OpenROAD 26Q1-2900-gdf79404cd8, Yosys 0.63+post, stock flow scripts
make -C /OpenROAD-flow-scripts/flow DESIGN_CONFIG=/design/flow/config.mk WORK_HOME=/design/flow/orfs finish
$ cat flow/design.v
module pig (
    input [3:0] in,      
    output [6:0] seg   
);
    reg [6:0] result;   
    reg [6:0] seg_data;  
    always @(*) begin
        case (in)
            4'b0000, 4'b0001, 4'b0010: result = in;            
            4'b0011, 4'b0100, 4'b0101: result = in * 2 + 1;    
            4'b0110, 4'b0111, 4'b1000: result = in * 2 - 1;    
            default: result = 7'b0000000;                     
        endcase
    end
    always @(*) begin
        case (result)
            7'd0: seg_data = 7'b1000000; 
            7'd1: seg_data = 7'b1111001; 
            7'd2: seg_data = 7'b0100100;
            7'd3: seg_data = 7'b0110000; 
            7'd4: seg_data = 7'b0011001; 
            7'd5: seg_data = 7'b0010010; 
            7'd6: seg_data = 7'b0000010; 
            7'd7: seg_data = 7'b1111000; 
            7'd8: seg_data = 7'b0000000; 
            7'd9: seg_data = 7'b0010000; 
				7'd9:  seg_data = 7'b0010000; 
            7'd10: seg_data = 7'b0001000; 
            7'd11: seg_data = 7'b0000011; 
            7'd12: seg_data = 7'b1000110; 
            7'd13: seg_data = 7'b0100001; 
            7'd14: seg_data = 7'b0000110; 
            7'd15: seg_data = 7'b0001110; 
            default: seg_data = 7'b1111111;
        endcase
    end
    assign seg = seg_data;
endmodule
$ cat flow/constraint.sdc
current_design pig

set clk_period 1.9
set clk_io_pct 0.2

create_clock -name clk0 -period $clk_period

set non_clock_inputs [all_inputs -no_clocks]
set_input_delay [expr $clk_period * $clk_io_pct] -clock clk0 $non_clock_inputs
set_output_delay [expr $clk_period * $clk_io_pct] -clock clk0 [all_outputs]
==> flow_metrics.rpt <==
=== SYNTHESIS / PLACE & ROUTE SUMMARY ===
----------------------------------------------------
[STA]
  Minimum clock period after layout ........................ 2.56 ns
  Final critical-path setup slack ........................ -0.656 ns
  Worst Hold Margin ........................ around 1.4 ns
  Highest clock frequency the design can meet ........................ roughly 400 MHz
  Hold Vio Cnt, Final ........................ 0
  Final setup vio count ........................ 7
  Least-Margin Pin Slew ........................ 0.348 ns
  Worst slew margin ........................ 76.8%
  Share of the cycle needed by the critical path after routing ........................ 135%
  Total count of max-transition violations in the final report ........................ 0
  Unrepaired setup endpoints after global routing ........................ yes

[Run]
  Tool warnings ........................ roughly 44
  # Max-Cap Violations ........................ 0

[Routing]
  Remaining routing DRC violations ........................ 0
  Number of inserted diodes ........................ 0
  Post-route antenna net violation count ........................ 0
  Aggregate routed wire length ........................ 1830 µm
  Final routed wire length divided by cell count ........................ around 12 µm
  Via count ........................ about 670
  Vias per std cell ........................ 4.35
  Iteration-0 DRC count of the detailed router ........................ ~65
  TritonRoute pass-1 iters ........................ 4

[Synthesis]
  Post-synth area hogs ........................ sky130_fd_sc_hd__ha_1 (27%), sky130_fd_sc_hd__a2bb2oi_4 (5.1%), sky130_fd_sc_hd__nor2_1 (5.1%)
  Total of warnings raised by yosys ........................ 1
  Chip Area, Yosys ........................ 512 µm²
  Cell count listed in synth_stat.txt ........................ 64
  Synth Seq Share ........................ 0%
  Library cell occupying the most area in the post-synthesis netlist ........................ sky130_fd_sc_hd__ha_1
  Library cell with the highest instance count after synthesis ........................ sky130_fd_sc_hd__ha_1
  Cell area after synthesis ........................ 512 µm²
  Number of distinct library cells after synthesis ........................ 32
  Largest type area fraction ........................ 26.9%
  Avg Inst Size Synth ........................ 8.00 µm²
  Top cell types by occurrence after synthesis ........................ sky130_fd_sc_hd__ha_1 (11), sky130_fd_sc_hd__nor2_1 (7), sky130_fd_sc_hd__inv_1 (4)
  Mapped Cells ........................ 64

[Critical path]
  Critical path data arrival time ........................ approximately 2.2 ns
  Critical path endpoint category ........................ output pin
  Number of buffer and inverter stages on the critical path ........................ 5
  Stage delay of the slowest cell on the critical path ........................ 0.39 ns
  Cell family with most CP delay ........................ buffers and inverters
  Element type at the critical path start ........................ primary input
  Category of the most critical setup path ........................ primary input to output pin
  Worst-path fanout max ........................ 4
  CP max stage cell ........................ sky130_fd_sc_hd__or3_4
  Chain of cells forming the critical path ........................ buf_12 > inv_16 > ha_4 > or3_4 > nand3_2 > o211ai_1 > buf_4 > ha_4 > buf_4 > nor4_4 > a211oi_2 > buf_2
  Required time reported for the critical path endpoint ........................ ~1.5 ns

[Place]
  IO Port Bufs ........................ 11
  Final RePlAce weighted congestion ........................ a little over 0.8
  Placement-stage cell area ........................ 952 µm²
  Post-detail-place hpwl ........................ 1230 µm

[Status]
  Violations in the final reports ........................ negative setup slack
  Outcome ........................ finished, violations left

[GRT]
  Busiest layer in global routing ........................ met2
  Gr usage total ........................ 5.75%
  GR met1 Demand/Resource ........................ between 7 and 8%
  Met3 Usage GRT ........................ 0.455%
  Via count of the first global-routing pass ........................ 679
  Wire length of the first global-routing pass ........................ 3260 µm
  Antenna violations before repair ........................ 0
  Largest net degree at the start of global routing ........................ 11
  GR met2 Demand/Resource ........................ 10.0%
  GRT Residual Overflow ........................ 0

[Finish]
  Clock buf count ........................ 0
  Post-Layout Inst Area ........................ ~1200 µm²
  Relative area change from synthesis to final layout ........................ 136%
  Fraction of layout cells with a size suffix above 1 ........................ 76.6%
  Area of the multi-input gates ........................ between 700 and 800 µm²
  Count of sequential standard cells ........................ 0
  Final-layout fill cell count ........................ 332
  Total area of sequential cells ........................ 0 µm²

[Die]
  Top-Level Pins ........................ 11
  Die Footprint ........................ ~6400 µm²
  Core Util at FP ........................ 15.0%
  Die Ht ........................ about 80 µm
  Count of standard-cell rows ........................ 21
  Area of the core ........................ between 3000 and 4000 µm²
  Die span in x ........................ 80 µm

[Power and ir drop]
  Power after layout ........................ 0.357 mW
  Leakage ........................ 0.483 nW
  Worst IR drop on VDD ........................ ~0.067 mV
  Power Dens Cells ........................ 296 nW/µm²

[CTS]
  Number of hold buffers added after cts ........................ 0

[Min path]
  Class of the worst hold path ........................ primary input to output pin

----------------------------------------------------
-- cell usage in the layout, fill, tap and decap left out, drive strengths merged --
cell type / n
a21boi: 1
buf: 41
nand3: 3
nor3: 3
nor2: 8
a31oi: 3
a22oi: 1
o211ai: 2
or3: 1
and2: 1
a2111o: 1
o21bai: 1
o31ai: 2
ha: 11
nand2b: 1
and3b: 1
a2bb2oi: 1
o2bb2ai: 1
clkbuf: 2
o21ba: 1
inv: 4
nand4b: 1
nor4: 3
a22o: 1
a21oi: 1
a221o: 1
o21a: 1
dlygate4sd2: 2
a211oi: 4
nand2: 3
-- kinds of logic (layout without fill, tap and decap cells) --
logic type	count (synthesis)	count (layout)	share of synthesized area, %
compound gates	22	22	41.3
simple gates	25	25	26.9
buf+inv	6	49	4.89
fa+ha+maj	11	11	26.9
-- power by group --
group / internal (mW) / total, mW / switching [mW]
Combinational: 0.193 / 0.357 / 0.164
Sequential: 0 / 0 / 0
Clock: 0 / 0 / 0
-- final cells by class --
| class | instances | area share, % |
|---|---|---|
| multi-input cells | 58 | 61.3 |
| repair buffers | 45 | 29.7 |
| well taps | 46 | 4.77 |
| inverters | 4 | 4.15 |
-- final timing paths --
| kind | startpoint | end | slack [ns] | depth (start not counted) |
|---|---|---|---|---|
| setup / recovery | in[0] | seg[3] | -0.66 | 12 |
| hold / removal | in[1] | seg[2] | 1.40 | 5 |
-- per-stage QoR --
stage               worst slack [ns]  cells  utilization (%)  setup TNS, ns
global placement               -1.52    141             27.9         -10.22
CTS                           -0.723    151             34.1          -4.77
finish                        -0.656    153             35.3          -4.17
detailed placement             -1.56    141             27.9         -10.31
global route                  -0.749    153             35.3          -4.92
floorplan                     -0.296     64                -          -1.85
-- routing by layer --
metal	routed length (µm)	vias up
li1	-	338
met5	0	-
met4	0	0
met2	938	3
met3	38	0
met1	856	325
-- timing repair --
action | in CTS | in global routing
setup endpoints to repair | 7 | 7
pin swaps | 21 | 10
resized | 59 | 16
setup buffers | 10 | 4
Power and IR drop assume default switching activity.
