### flow/run.sh
#!/bin/bash
# OpenROAD 26Q1-2900-gdf79404cd8, Yosys 0.63+post, stock flow scripts
make -C /OpenROAD-flow-scripts/flow DESIGN_CONFIG=/design/flow/config.mk WORK_HOME=/design/flow/orfs finish
### flow/config.mk
export PLATFORM = sky130hd
export DESIGN_NAME = duck
export DESIGN_NICKNAME = duck
export VERILOG_FILES = /design/flow/design.v
export SDC_FILE = /design/flow/constraint.sdc
export NUM_CORES = 4
export LEC_CHECK = 1
export CORE_AREA = 10 10 70 70
export DIE_AREA = 0 0 80 80
### flow/constraint.sdc
current_design duck

set clk_period 1.7
set clk_io_pct 0.2

create_clock -name clk0 -period $clk_period

set non_clock_inputs [all_inputs -no_clocks]
set_input_delay [expr $clk_period * $clk_io_pct] -clock clk0 $non_clock_inputs
set_output_delay [expr $clk_period * $clk_io_pct] -clock clk0 [all_outputs]
### flow/design.v
module duck (a, out, valid);
input [7:0] a;
output [2:0] out;
output valid;
reg [2:0] out_reg;
reg valid_reg;
assign out = out_reg;
assign valid = valid_reg;
always@(*) begin
    case(a)
        8'b00000001: begin
            out_reg = 3'b000;
            valid_reg = 1'b1;
        end
        8'b00000010: begin
            out_reg = 3'b001;
            valid_reg = 1'b1;
        end
        8'b00000100: begin
            out_reg = 3'b010;
            valid_reg = 1'b1;
        end
        8'b00001000: begin
            out_reg = 3'b011;
            valid_reg = 1'b1;
        end
        8'b00010000: begin
            out_reg = 3'b100;
            valid_reg = 1'b1;
        end
        8'b00100000: begin
            out_reg = 3'b101;
            valid_reg = 1'b1;
        end
        8'b01000000: begin
            out_reg = 3'b110;
            valid_reg = 1'b1;
        end
        8'b10000000: begin
            out_reg = 3'b111;
            valid_reg = 1'b1;
        end
        default: begin
            out_reg = 3'b000;
            valid_reg = 1'b0;
        end
    endcase
end
endmodule
==> Changelog: implementation <==
### Physical design

- Chip Height: roughly 80 µm
- Ratio of routed vias to standard cells: just over 3
- Area of the core: ~3400 µm²
- Via count: around 300
- DR iter-0 viols: 3
- Worst Hold Margin: between 900 and 1000 ps
- Unrepaired setup endpoints after global routing: true
- Global-route usage over all layers: 0.02540
- Residual DRC: 0
- Largest net degree at the start of global routing: 7
- Number of instances in the synthesized netlist: 28
- Sequential cell area fraction in the yosys report: 0
- Number of warnings printed during yosys synthesis: 1
- Mean post-synth cell area: between 7 and 8 µm²
- Count of hold buffers inserted by post-cts repair: 0
- Adder Share, Synth: 0
- First-pass GRT wire length: ~1.3 mm
- Grt total ovfl: 0
- Cell area after placement: ~440 µm²
- Count of input and output buffers: 12
- Critical path's largest stage delay: between 500 and 600 ps
- Compound Share, Synth: 0.3598
- Detailed placement HPWL: roughly 690 µm
- Number of endpoints failing setup at the final stage: 1
- Overall power: approximately 0.10 mW
- Placement row count: 21
- Number of primary I/O pins: 12
- Type of destination of the critical path: output pin
- Basic Gates by Area: 0.4207
- Layout overhead on the synthesized area: 137.8%
- Diode insertion count for antenna repair: 0
- Area reported by Yosys stat: 205.2 µm²
- Netlist area before placement: 205.2 µm²
- Number of violations of the max-capacitance limit: 0
- Data required time at the worst endpoint: between 1000 and 1500 ps
- Max rail drop VDD: 0.00003434 V
- Final count of pins violating max slew: 0
- Final Hold Violation Tally: 0
- Ratio of cells with drive above 1 in the final layout: 0.6415
- Final weighted congestion in routability-driven placement: about 0.73
- Largest fanout on the critical path: 4
- Width of the die: around 80 µm
- Flip-flop and latch count: 0
- Parity-gate share of the synthesized area counting xor and xnor cells: 0.1280
- Achievable Freq: roughly 560 MHz
- Final non-filler cell area: slightly below 500 µm²
- Ordered cell list for the critical path: buf_6 > or4b_1 > o311a_1 > nor4_2 > a21o_1 > buf_2
- Shortest clock period the worst path allows after layout: between 1500 and 2000 ps
- Hold WC Path Type: in2out
- Antenna-violating nets left: 0
- Antenna violations before repair: 0
- Total area of sequential cells: 0 µm²
- Number of inserted filler cells in the final layout: about 400
- Critical path class: in2out
- Bufs and invs on worst path: 2
- Slew at the pin closest to its max-slew limit: ~300 ps
- Number of library cell types mapped by synthesis: 19
- Critical Path Source Type: primary input
- Failing checks: setup timing
- Path length in cells of the critical path: 6
- Number of global-route vias before repair: around 290
- Pre-Repair DR Iteration Count: 2
- Clock buffer count in the final layout: 0
- Final setup slack of the worst path: -71.79 ps
- Tally of OpenROAD warnings: 34
- Hold Crit Depth: 3
- Total leakage power: about 0.21 nW
- Max stage delay cell, worst path: sky130_fd_sc_hd__or4b_1
- Outcome: finished with violations
- Chip Footprint: between 6000 and 7000 µm²
- Yosys stat cell total: 28
- Slew Limit Headroom: 0.7935
- Power density cells: about 210 nW/µm²
- Fp util: 0.06007
- Routed wire per std cell: roughly 9 µm
- CP arrival: 1430 ps
- Final cycle utilization of the critical path: 1.042
- Dominant combinational family: simple AND/OR/NAND/NOR gates
- Mux area share: 0
- Final wirelength: roughly 900 µm
- Kind of cell adding the most delay to the critical path: simple AND/OR/NAND/NOR gates
-- cells in the mapped netlist --
| master | instances | share of area |
|---|---|---|
| sky130_fd_sc_hd__o22ai_1 | 1 | 0.031 |
| sky130_fd_sc_hd__or4b_1 | 2 | 0.098 |
| sky130_fd_sc_hd__buf_4 | 1 | 0.037 |
| sky130_fd_sc_hd__and2_1 | 1 | 0.031 |
| sky130_fd_sc_hd__nor2_1 | 1 | 0.018 |
| sky130_fd_sc_hd__nor4_2 | 1 | 0.061 |
| sky130_fd_sc_hd__o211a_1 | 1 | 0.049 |
| sky130_fd_sc_hd__nor4_1 | 3 | 0.091 |
| sky130_fd_sc_hd__o311a_1 | 1 | 0.049 |
| sky130_fd_sc_hd__o21ai_0 | 5 | 0.12 |
| sky130_fd_sc_hd__xor2_1 | 1 | 0.043 |
| sky130_fd_sc_hd__xnor2_1 | 2 | 0.085 |
| sky130_fd_sc_hd__nand2b_1 | 1 | 0.031 |
| sky130_fd_sc_hd__nand2_1 | 1 | 0.018 |
| sky130_fd_sc_hd__buf_6 | 1 | 0.055 |
| sky130_fd_sc_hd__o31ai_1 | 2 | 0.073 |
| sky130_fd_sc_hd__or3b_1 | 1 | 0.043 |
| sky130_fd_sc_hd__or2_2 | 1 | 0.031 |
| sky130_fd_sc_hd__a21o_1 | 1 | 0.037 |
-- path summary, 6_finish.rpt --
kind | slack [ps] | to | from
min | 940 | out[0] | a[0]
max | -70 | valid | a[3]
-- metrics by stage --
stage          utilization  setup WS, ps  instances  TNS [ps]
4_1_cts             0.1381        -215.6         99    -248.6
6_report            0.1429        -71.79         99    -71.79
5_1_grt             0.1429        -129.2         99    -129.2
3_5_place_dp        0.1286        -849.0         94     -2883
2_1_floorplan            -         111.7         28         0
3_3_place_gp        0.1286        -833.7         94     -2832
-- final cells by class --
| class | instances | area [µm²] | share of cell area |
|---|---|---|---|
| multi-input cells | 26 | 234.0 | 0.4795 |
| well taps | 46 | 57.56 | 0.1179 |
| repair buffers | 27 | 196.4 | 0.4026 |
-- cells by family (layout without fill, tap and decap cells) --
group | Yosys count | in the layout
AND/OR/NAND/NOR | 12 | 12
AND-OR/OR-AND | 11 | 11
XOR/XNOR | 3 | 3
buffers and inverters | 2 | 27
-- report_power, final --
group	total [mW]	switching, mW	internal [mW]
combinational	0.102	0.0429	0.0588
clock	0	0	0
sequential	0	0	0
total	0.102	0.0429	0.0588
-- worst min-delay path, cell delays in order --
cell                     delay (ps)
sky130_fd_sc_hd__buf_2          120
sky130_fd_sc_hd__nor4_2          50
sky130_fd_sc_hd__buf_2          100
-- timing repair --
item / in CTS / in global routing
endpoints found under the hold margin: 0 / 0
resized: 51 / 8
endpoints found under the setup margin: 4 / 4
pin swaps: 12 / 4
buffers inserted: 6 / 0
-- placed cells by master (no fill, tap or decap), types with 2 or more instances in the layout --
master / instances
sky130_fd_sc_hd__nor4_2: 3
sky130_fd_sc_hd__clkbuf_2: 2
sky130_fd_sc_hd__o31ai_1: 2
sky130_fd_sc_hd__o21ai_1: 3
sky130_fd_sc_hd__buf_6: 4
sky130_fd_sc_hd__buf_4: 13
sky130_fd_sc_hd__or4b_1: 2
sky130_fd_sc_hd__buf_2: 7
sky130_fd_sc_hd__o21ai_2: 2
-- layer usage --
metal | part of all wire | wire, µm | track usage
met4 | 0 | 0 | 0
met2 | 0.39 | 350 | 0.03210
met1 | 0.45 | 400 | 0.03562
met3 | 0.16 | 143 | 0.01818
met5 | 0 | 0 | 0
Power and IR drop assume default switching activity.
